File: flow/config.mk
export PLATFORM = sky130hd
export DESIGN_NAME = FSM
export DESIGN_NICKNAME = FSM
export VERILOG_FILES = /design/flow/design.v
export SDC_FILE = /design/flow/constraint.sdc
export NUM_CORES = 4
export LEC_CHECK = 1
export CORE_AREA = 10 10 70 70
export DIE_AREA = 0 0 80 80
File: flow/constraint.sdc
current_design FSM

set clk_period 1.0
set clk_io_pct 0.2

create_clock -name clk0 -period $clk_period [get_ports {CLK}]

set non_clock_inputs [all_inputs -no_clocks]
set_input_delay [expr $clk_period * $clk_io_pct] -clock clk0 $non_clock_inputs
set_output_delay [expr $clk_period * $clk_io_pct] -clock clk0 [all_outputs]
File: flow/design.v
module FSM(ALE,CLK,RESET,RD,WR,CS,load,OE,Wrenb);
	input logic ALE,CLK,RD,WR,CS,RESET;
	output logic load,OE,Wrenb;
	typedef enum logic [4:0] {
		IDLE = 5'b00001,
		ADDLOAD =5'b00010,
		READ = 5'b00100,
		WRITE = 5'b01000,
		DELAY = 5'b10000
	} State;
	State Cur_State , Nxt_State;
	always_ff @(posedge CLK)
	begin
		if(RESET)
			Cur_State <= IDLE;
		else
			Cur_State <= Nxt_State;
	end
	always_comb
	begin
		{load,OE,Wrenb} = 3'b000;
		unique case(Cur_State)
			IDLE	:	{load,OE,Wrenb} = 3'b000;
			ADDLOAD	:	load = 1;
			READ	:	OE = 1;
			WRITE	:	Wrenb = 1;
			DELAY	:	{load,OE,Wrenb} = 3'b000;
		endcase
	end
	always_comb
	begin
		Nxt_State = Cur_State;
		unique case(Cur_State)
			IDLE	:	begin
							if(CS && ALE)
								Nxt_State = ADDLOAD;
							else
								Nxt_State = IDLE;
						end
			ADDLOAD	:	begin
							if(~RD)
								Nxt_State = READ;
							else if(~WR)
								Nxt_State = WRITE;
							else
								Nxt_State = ADDLOAD;
						end
			READ	:	begin
							if(RD)
								Nxt_State = DELAY;
						end
			WRITE	:	begin
							if(WR)
								Nxt_State = DELAY;
						end
			DELAY	:	Nxt_State = IDLE;
		endcase
	end
endmodule
File: flow/run.sh
#!/bin/bash
# OpenROAD 26Q1-2900-gdf79404cd8, Yosys 0.63+post, stock flow scripts
make -C /OpenROAD-flow-scripts/flow DESIGN_CONFIG=/design/flow/config.mk WORK_HOME=/design/flow/orfs finish
==> run_results.csv <==
group,metric,value,unit
run_status,status,"complete, but fails checks",
run_status,violations,"setup timing",
clocking,clkTransAtPathRegs,0.04,ns
power_and_ir_drop,power.density,1320,nW/um^2
routing,drc,0,
final_timing,period_used_share,1.17,
clocking,clock_sinks,5,
critical_path,cp_top_family,"flip-flops",
clocking,htree_num_levels,1,
clocking,clk_latency,0.24,ns
routing,antenna_cells_inserted,0,
critical_path,critPathMaxFanout,4,
final_timing,hold_violations,0,
logic_synthesis,ys_ff,5,
grt,grt_remaining_overflow,0,
routing,drtIter0Drc,17,
final_timing,setup_ws,-0.167,ns
logic_synthesis,top_cell,"dfxtp_1",
critical_path,slowest_stage,"dfxtp_4",
critical_path,path_class,"reg2out",
logic_synthesis,yosys_warnings,1,
layout,fillers,403,
routing,final_antenna_net_count,0,
routing,first_pass_iters,4,
routing,vias,225,
place,dp_hpwl,483,um
critical_path,path_buffers,1,
clocking,post-cts-setup-buffers,0,
logic_synthesis,synthArstFlopShare,0,
final_timing,fmax,857,MHz
logic_synthesis,ff_type,"dfxtp_1",
critical_path,crit_required,0.80,ns
floorplan,die_area,6400,sq um
clocking,clockRootBuffer,"clkbuf_4",
layout,largestRegisters,"Cur_State (5)",
clocking,cts_tree,"built",
clocking,clock_path_buffers,2,
grt,grt_pass1_vias,239,
logic_synthesis,synth_top_area_share,0.567,
final_timing,skew,0.00303,ns
logic_synthesis,ys_cells,19,
layout,largest_register_ffs,5,
final_timing,slew_viol_final,0,
logic_synthesis,synth.avg_cell_area,9.29,sq um
layout,finalNonFillerCells,82,
logic_synthesis,common_cells,"5 x dfxtp_1, 3 x nor4_1",
floorplan,io_pins,9,
routing,routed_wl,664,um
job,tool_warnings,27,
job,cap_violations,0,
grt,grt_pass1_wl,1100,um
critical_path,crit_chain,"nor4_2, buf_2",
layout,top_register,"Cur_State",
layout,drive_gt1_frac,0.500,
logic_synthesis,postSynthCellCount,19,
grt,grt_max_degree,6,
floorplan,num_rows,21,
grt,track_usage,0.0229,
clocking,cts-hold-fix-buffers,0,
logic_synthesis,edf_count,0,
min_path,hp-class,"in2reg",
power_and_ir_drop,cellLeakagePower,0.140,nW
clocking,cts_buffers,3,
power_and_ir_drop,vdd_drop_max,0.378,mV
place,gp_congestion,0.718,
critical_path,slowest_delay,0.35,ns
layout,final_util,0.114,
final_timing,rsz0062_at_grt,"true",
place,pre_cts_ws,-0.299,ns
floorplan,die_h,80,um
place,place_inst,78,
layout,synthToLayoutAreaGrowth,121,%
floorplan,core_area,3420,sq um
critical_path,startpoint_type,"register",
final_timing,finalSetupViolCount,3,
logic_synthesis,synth_chip_area,176,sq um
routing,via_per_inst,2.74,
floorplan,fp-utilization,0.0516,
final_timing,worst_pin_slew,0.211,ns
critical_path,crit_arrival,0.97,ns
floorplan,die_w,80,um
final_timing,fin_crit,1.17,ns
routing,wl_per_cell,8.10,um
critical_path,cp-end-kind,"output pin",
grt,antenna_found_initial,0,
final_timing,fin_hold_ws,0.575,ns
place,io_buffers,8,
logic_synthesis,postSynthSeqShare,0.567,
logic_synthesis,synth.top_cells.by_area,"dfxtp_1 57%, nor4_1 11%, a21oi_1 5.7%",
final_timing,relSlewSlack,0.859,
logic_synthesis,largest_area_cell,"dfxtp_1",
logic_synthesis,synthDistinctLibCells,9,
logic_synthesis,syn-cell-area,176,sq um
==> per-layer routing <==
layer | GRT usage | wire length [um] | vias to the layer above
met4 | 0 | 0 | 0
met5 | 0 | 0 | -
met2 | 0.0217 | 179 | 15
li1 | - | - | 107
met3 | 0.0330 | 184 | 0
met1 | 0.0286 | 300 | 103
==> final cells by class <==
class | instances | area (sq um) | area share
tap | 46 | 57.6 | 0.148
multi-input combinational | 14 | 95.1 | 0.244
clock buffer | 4 | 26.3 | 0.0675
timing repair buffer | 13 | 103 | 0.264
sequential | 5 | 108 | 0.277
==> kinds of logic after synthesis <==
family,share of synthesized area
flip-flops,0.567
AND-OR/OR-AND,0.149
AND/OR/NAND/NOR,0.284
==> worst min-delay path, delay by kind of cell <==
family,cells,cell delay (ns)
simple gates,1,0.08
compound gates,1,0.06
buf+inv,1,0.42
==> through the flow <==
step	TNS [ns]	total power (W)	instance area, sq um
floorplan	0	0.000229	176
global placement	-1.00	0.000284	352
detailed placement	-1.04	0.000286	352
CTS	-0.489	0.000516	372
global route	-0.668	0.000553	389
finish	-0.448	0.000513	389
==> layout by cell type, fill, tap and decap left out, drive strengths merged <==
master,netlist,layout
buf,0,8
clkdlybuf4s50,0,5
dfxtp,5,5
clkbuf,0,4
nor4,3,3
nor2,2,2
nor3,2,2
a21oi,2,2
nand3,2,2
a22oi,1,1
nand2,1,1
a211o,1,1
==> path summary, 6_finish.rpt <==
path                         from                    to  slack [ns]  cells past startpoint
min reg2reg  Cur_State[1]$_DFF_P_  Cur_State[0]$_DFF_P_        0.58                      2
max          Cur_State[1]$_DFF_P_                  load       -0.17                      2
max reg2reg  Cur_State[1]$_DFF_P_  Cur_State[0]$_DFF_P_        0.16                      2
min                           ALE  Cur_State[4]$_DFF_P_        0.58                      3
==> power by group <==
part	total, W	internal, W	switching (W)
sequential	0.000216	0.000206	0.00000976
clock	0.000233	0.000151	0.0000826
combinational	0.0000641	0.0000426	0.0000214
total	0.000513	0.000400	0.000114
==> what timing repair did <==
action,CTS,global route
pin swaps,2,1
endpoints found under the setup margin,3,3
resized,12,5
Power and IR drop assume default switching activity.
